$ cat run.sh
#!/bin/bash
# OpenROAD 26Q1-2900-gdf79404cd8, Yosys 0.63+post, stock flow scripts
make -C /OpenROAD-flow-scripts/flow DESIGN_CONFIG=/design/flow/config.mk WORK_HOME=/design/flow/orfs finish
$ cat config.mk
export PLATFORM = sky130hd
export DESIGN_NAME = Adder
export DESIGN_NICKNAME = Adder
export VERILOG_FILES = /design/flow/design.v
export SDC_FILE = /design/flow/constraint.sdc
export NUM_CORES = 4
export LEC_CHECK = 1
export CORE_AREA = 10 10 94 94
export DIE_AREA = 0 0 104 104
$ cat constraint.sdc
current_design Adder

set clk_period 24.1
set clk_io_pct 0.2

create_clock -name clk0 -period $clk_period

set non_clock_inputs [all_inputs -no_clocks]
set_input_delay [expr $clk_period * $clk_io_pct] -clock clk0 $non_clock_inputs
set_output_delay [expr $clk_period * $clk_io_pct] -clock clk0 [all_outputs]
$ cat design.v
module Adder (
    input [31:0] op1,   
    input [31:0] op2,   
    output [31:0] res   
);
    assign res = op1 + op2;  
endmodule
==> node_exporter_impl.prom <==
# HELP chip_impl_metric Synthesis and place-and-route metrics
# TYPE chip_impl_metric gauge
chip_impl_metric{name="post-route-min-period",unit="ns"} 12.58
chip_impl_metric{name="synth-area-yosys",unit="µm²"} 1740
chip_impl_metric{name="place_congestion",unit=""} 0.819
chip_impl_metric{name="setup_violations",unit=""} 0
chip_impl_metric{name="post-route-cell-area",unit="µm²"} 2780
chip_impl_info{name="holdCritStartpoint",value="op2[0]"} 1
chip_impl_metric{name="grt.met1_usage",unit="%"} 14.9
chip_impl_metric{name="netlist_area",unit="µm²"} 1740
chip_impl_metric{name="wirelength",unit="mm"} 5.89
chip_impl_metric{name="gr-usage-all-layers",unit="%"} 10.4
chip_impl_metric{name="drt-wirelength-per-cell",unit="µm"} 13.9
chip_impl_metric{name="max_vdd_drop",unit="V"} 0.0000121
chip_impl_metric{name="via_count_of_the_first_global_routing_pass",unit=""} 2054
chip_impl_metric{name="finish.cell_count_without_fillers",unit=""} 422
chip_impl_metric{name="grt_max_degree",unit=""} 11
chip_impl_metric{name="postRouteAntennaNets",unit=""} 0
chip_impl_metric{name="placement.io_buffers",unit=""} 96
chip_impl_metric{name="via_cell_ratio",unit=""} 5.01
chip_impl_metric{name="gr-usage-met2",unit="%"} 16.7
chip_impl_metric{name="timing.setup.tns",unit="ns"} 0
chip_impl_metric{name="nFlopsAndLatches",unit=""} 0
chip_impl_info{name="type_of_the_most_critical_hold_path",value="in2out"} 1
chip_impl_info{name="top_cells_by_area",value="sky130_fd_sc_hd__ha_1 (22%), sky130_fd_sc_hd__a21oi_1 (8.3%), sky130_fd_sc_hd__a21o_1 (8.2%)"} 1
chip_impl_metric{name="synth_stat.cells",unit=""} 241
chip_impl_metric{name="die_h",unit="µm"} 104
chip_impl_metric{name="totalPowerFinal",unit="mW"} 0.0801
chip_impl_metric{name="dp_cells",unit=""} 422
chip_impl_metric{name="drtIter0Drc",unit=""} 75
chip_impl_metric{name="fmax",unit="GHz"} 0.0795
chip_impl_metric{name="cts-resized-gates",unit=""} 0
chip_impl_metric{name="placement_rows",unit=""} 30
chip_impl_info{name="synth.cells.most_frequent",value="sky130_fd_sc_hd__ha_1 (31), sky130_fd_sc_hd__a21oi_1 (29), sky130_fd_sc_hd__a21o_1 (19)"} 1
chip_impl_metric{name="worstPathMaxFanout",unit=""} 4
chip_impl_metric{name="finalHoldViolCount",unit=""} 0
chip_impl_metric{name="power.density",unit="nW/µm²"} 28.8
chip_impl_metric{name="clock_buffer_count",unit=""} 0
chip_impl_info{name="worst_setup_path_end_kind",value="output port"} 1
chip_impl_metric{name="routing_usage_on_met3",unit="%"} 1.88
chip_impl_info{name="critical_path.startpoint_type",value="input pin"} 1
chip_impl_metric{name="routed-via-count",unit=""} 2114
chip_impl_metric{name="maxCapViolCount",unit=""} 0
chip_impl_metric{name="final_core_utilization",unit="%"} 40.7
chip_impl_metric{name="die.size.x",unit="µm"} 104
chip_impl_metric{name="floorplan_core_density",unit="%"} 25.5
chip_impl_metric{name="grt_antenna_before_repair",unit=""} 0
chip_impl_metric{name="yosys_warnings",unit=""} 0
chip_impl_metric{name="hpwl",unit="mm"} 5.19
chip_impl_metric{name="drt_drc_violations_left",unit=""} 0
chip_impl_metric{name="setup_ws",unit="ns"} 11.52
chip_impl_metric{name="final_worst_path_cycle_share",unit="%"} 52.2
chip_impl_info{name="netlist.top_cell.by_area",value="sky130_fd_sc_hd__ha_1"} 1
chip_impl_metric{name="slew-limit-headroom",unit="%"} 64.0
chip_impl_metric{name="synth_cells",unit=""} 241
chip_impl_metric{name="openroad.warnings",unit=""} 32
chip_impl_metric{name="signed_area_change_from_the_synthesized_netlist_to_the_final_layout",unit="%"} 59.5
chip_impl_metric{name="holdWs",unit="ns"} 10.67
chip_impl_metric{name="die-area",unit="µm²"} 10800
chip_impl_metric{name="io-pin-count",unit=""} 96
chip_impl_metric{name="yosysSeqAreaShare",unit="%"} 0
chip_impl_metric{name="netlist-cell-type-count",unit=""} 50
chip_impl_metric{name="slew_worst_pin",unit="ns"} 0.527
chip_impl_info{name="synth_top_cell_by_count",value="sky130_fd_sc_hd__ha_1"} 1
chip_impl_metric{name="synthDominantCellAreaShare",unit="%"} 22.2
chip_impl_metric{name="layout-drive-gt1-share",unit="%"} 3.07
chip_impl_metric{name="post-cts-setup-buffer-count",unit=""} 0
chip_impl_metric{name="fill_cell_total_of_the_finished_layout",unit=""} 701
chip_impl_metric{name="worst_ep_required_time",unit="ns"} 19.28
chip_impl_metric{name="final-comb-area",unit="µm²"} 1680
chip_impl_info{name="run_status",value="finished, final reports clean"} 1
chip_impl_info{name="timing.critical_path.from",value="op1[0]"} 1
chip_impl_info{name="grt_setup_unrepaired",value="no"} 1
chip_impl_metric{name="preCtsSetupSlack",unit="ns"} 11.49
chip_impl_metric{name="grt_overflow_total",unit=""} 0
chip_impl_metric{name="maxSlewViolCount",unit=""} 0
chip_impl_metric{name="global_route_wire_length_before_repair",unit="mm"} 9.81
chip_impl_metric{name="area.sequential",unit="µm²"} 0
chip_impl_metric{name="arrival_time_at_the_worst_endpoint",unit="ns"} 7.76
chip_impl_metric{name="drtPass1Iterations",unit=""} 4
chip_impl_info{name="grt-busiest-layer",value="met2"} 1
chip_impl_metric{name="cts.hold.buffers_added",unit=""} 0
chip_impl_metric{name="post_synth.cell_area_avg",unit="µm²"} 7.24
chip_impl_metric{name="insertedDiodeCount",unit=""} 0
chip_impl_metric{name="placed_area",unit="µm²"} 2780
chip_impl_info{name="setup.worst_path.class",value="in2out"} 1
chip_impl_metric{name="p_leak",unit="nW"} 1.18
chip_impl_metric{name="floorplan_core_area",unit="µm²"} 6830
==> layout by cell type, fill, tap and decap left out, types with 2 or more instances in the layout <==
master / n
sky130_fd_sc_hd__a211oi_1: 3
sky130_fd_sc_hd__a21o_1: 19
sky130_fd_sc_hd__a21oi_1: 29
sky130_fd_sc_hd__a311oi_1: 2
sky130_fd_sc_hd__a31oi_1: 3
sky130_fd_sc_hd__clkdlybuf4s50_1: 96
sky130_fd_sc_hd__ha_1: 31
sky130_fd_sc_hd__inv_1: 6
sky130_fd_sc_hd__mux2i_1: 2
sky130_fd_sc_hd__nand2_1: 18
sky130_fd_sc_hd__nand2b_1: 2
sky130_fd_sc_hd__nand3_1: 10
sky130_fd_sc_hd__nand4_1: 8
sky130_fd_sc_hd__nor2_1: 12
sky130_fd_sc_hd__nor3_1: 4
sky130_fd_sc_hd__o211ai_1: 3
sky130_fd_sc_hd__o21a_1: 2
sky130_fd_sc_hd__o21ai_0: 13
sky130_fd_sc_hd__o21bai_1: 4
sky130_fd_sc_hd__o221ai_1: 2
sky130_fd_sc_hd__o311ai_1: 2
sky130_fd_sc_hd__or2_2: 3
sky130_fd_sc_hd__xnor2_1: 13
sky130_fd_sc_hd__xor2_1: 15
==> cell families after synthesis <==
kind of cell,after synthesis,synth area share (%)
muxes,2,1.15
and+or+nand+nor,65,18.3
xor gates and xnor gates,28,14.1
adders and majority gates,32,23.4
AOI/OAI and AO/OA,97,39.3
buffers and inverters,17,3.80
==> where the power goes <==
group	switching, mW	internal, mW	leakage, nW
combinational	0.0318	0.0483	1.18
sequential	0	0	0
clock	0	0	0
==> metal layers <==
layer | up-vias | wire, µm | share of wire, %
met3 | 0 | 356 | 6.0
met2 | 63 | 2670 | 45
li1 | 1086 | - | -
met5 | - | 0 | 0
met4 | 0 | 0 | 0
met1 | 965 | 2860 | 49
==> path summary, 6_finish.rpt <==
check             cells past startpoint  slack [ns]       to
hold / removal                        3       10.67   res[0]
setup / recovery                     11       11.52  res[26]
==> final cells by class <==
type / count / area share [%]
inverter: 6 / 0.810
multi-input combinational: 224 / 60.3
timing repair buffer: 96 / 34.5
tap: 96 / 4.32
==> worst max-delay path, cell delays in order <==
cell and delay [ns]:
sky130_fd_sc_hd__clkdlybuf4s50_1 0.40, sky130_fd_sc_hd__ha_1 0.24, sky130_fd_sc_hd__fa_1 0.40, sky130_fd_sc_hd__a21o_1 0.22, sky130_fd_sc_hd__a31o_2 0.27, sky130_fd_sc_hd__nand3_1 0.09, sky130_fd_sc_hd__o221ai_1 0.23, sky130_fd_sc_hd__a311oi_1 0.34
sky130_fd_sc_hd__o21bai_1 0.11, sky130_fd_sc_hd__xor2_1 0.15, sky130_fd_sc_hd__clkdlybuf4s50_1 0.49
No activity file was given, so power comes from the tool's default toggle rates.
